==> flow/design.v <==
`timescale 1ns / 1ps
module maze #(parameter maze_width = 6)(
input 		          	  clk,
input [maze_width - 1:0]  starting_col, starting_row, 
input  			  			  maze_in, 			
output reg [maze_width - 1:0] row, col,	 		
output reg			  		  maze_oe,			
output reg		  			  maze_we, 			
output reg		  			  done);
reg [3:0] state, next_state;
reg [maze_width - 1:0] r_ant, c_ant;
reg [1:0] dir = 0; 
reg [1:0] dir_aux;
always @(posedge clk) begin
	if(done != 1)
		state <= next_state;
end
always @(*) begin
	maze_oe = 0;
	maze_we = 0;
	done = 0;
	case(state)
		0: begin
				  row = starting_row;
				  col = starting_col;
				  r_ant = row;
				  c_ant = col;
				  maze_we = 1;
				  next_state = 1;
		end
		1: begin
					  case(dir) 
							0: row = row - 1; 
							1: row = row + 1; 
							2: col = col - 1; 
							3: col = col + 1; 
						endcase
						maze_oe = 1;
						next_state = 2;
		end
		2: begin
								 if (maze_in == 0) begin
										r_ant = row;
										c_ant = col;
										maze_we = 1;
										next_state = 3;
								 end
								 else begin
										row = r_ant;
										col = c_ant; 
										dir = dir + 1; 
										next_state = 1;
								 end		 
		end
		3: begin
					case(dir)
						0: col = col + 1; 
						1: col = col - 1;
						2: row = row - 1;
						3: row = row + 1;
					endcase
						maze_oe = 1;
						next_state = 4;
		end
		4: begin
							  if (maze_in == 1) begin
									row = r_ant;
									col = c_ant;
									case(dir) 
										  0: row = row - 1;
									     1: row = row + 1;
										  2: col = col - 1;
										  3: col = col + 1;
									endcase
									maze_oe = 1;
									next_state = 5;
							  end
							  else begin 
									r_ant = row;
									c_ant = col;
									maze_we = 1;  
									if (row == 0 || row == 63 || col == 0 || col == 63)
										 next_state = 7;
									else begin
									if (dir > 1) 
										dir = dir - 2;
									else if (dir == 0)
										dir = 3;
									else if (dir == 1)
										dir = 2;
									next_state = 3;
									end
							  end			  
		end
		5: begin
								  if (maze_in == 0) begin
										r_ant = row;
										c_ant = col;
										maze_we = 1;
										if (row == 0 || row == 63 || col == 0 || col == 63)
											 next_state = 7;
										else
										next_state = 3;	
								  end
								  else begin 
										row = r_ant;
										col = c_ant;
										dir_aux = dir;
										if (dir < 2)  
											 dir = dir + 2; 
										else if (dir == 2)
													dir = 1;
										else if (dir == 3)
													dir = 0;
										case(dir)  
											0: row = row - 1;
											1: row = row + 1;
											2: col = col - 1;
											3: col = col + 1;
										endcase
										maze_oe = 1;
										next_state = 6;
								  end						  
		end
		6: begin
						if (maze_in == 0) begin 
							 r_ant = row;
							 c_ant = col;
							 maze_we = 1;
							 if (row == 0 || row == 63 || col == 0 || col == 63)
								  next_state = 7;
							 else
							 next_state = 3;
						end
						else begin 
							 dir = dir_aux;  
							 if (dir == 0)  
								  dir = 1;
							 else if (dir == 1)
										 dir = 0;
							 else if (dir == 2)
										 dir = 3;
							 else if (dir == 3)
										 dir = 2;
							 row = r_ant;
							 col = c_ant;
							 next_state = 3;
						end			
		end
		7: done = 1;
		default: next_state = 0;
		endcase	
end
endmodule
==> flow/run.sh <==
#!/bin/bash
# OpenROAD 26Q1-2900-gdf79404cd8, Yosys 0.63+post, stock flow scripts
make -C /OpenROAD-flow-scripts/flow DESIGN_CONFIG=/design/flow/config.mk WORK_HOME=/design/flow/orfs finish
==> flow/config.mk <==
export PLATFORM = sky130hd
export DESIGN_NAME = maze
export DESIGN_NICKNAME = maze
export VERILOG_FILES = /design/flow/design.v
export SDC_FILE = /design/flow/constraint.sdc
export NUM_CORES = 4
export LEC_CHECK = 1
export CORE_UTILIZATION = 40
==> flow/constraint.sdc <==
current_design maze

set clk_period 3.0
set clk_io_pct 0.2

create_clock -name clk0 -period $clk_period [get_ports {clk}]

set non_clock_inputs [all_inputs -no_clocks]
set_input_delay [expr $clk_period * $clk_io_pct] -clock clk0 $non_clock_inputs
set_output_delay [expr $clk_period * $clk_io_pct] -clock clk0 [all_outputs]
==> writeup.txt <==
The number of max-slew violations in the final report was 0. Ranking logic cells in the layout by count gives the top entries sky130_fd_sc_hd__nor2_1 (35), sky130_fd_sc_hd__dlxtn_1 (31), sky130_fd_sc_hd__nand2_1 (28), sky130_fd_sc_hd__clkdlybuf4s50_1 (28), sky130_fd_sc_hd__a21oi_1 (27). Leaving out fill and tap cells, the most frequent cell in the layout is sky130_fd_sc_hd__nor2_1. The number of clock buffers inserted by TritonCTS came out at 3. According to the timing report, the data required time at the worst endpoint equals 2.40 ns. Across all hold checks on the routed design, the worst slack comes to 0.7653 ns. The wire-length estimate of the detail-placed layout is 6.235 mm. The leakage power of the design was 1.210 nW; the largest net degree at the start of global routing was 35. The number of detailed-route iterations in the first pass was 5.

The synthesis log from Yosys contains 95 warnings. With the final cycle utilization of the critical path at 0.9316, the warning total across the stage logs is 34. The fraction of synthesized cell area in xor and xnor cells was 0.07652. The tools report the tightest slew margin relative to the limit as 0.3881. Compared with the post-synthesis result, the final layout area differs by 9.445%.

The effective utilization at floorplan came out at 0.4166. Setup repair after global routing left no endpoint under its margin. After detailed routing, the number of remaining DRC violations is 0. The simple-gate share of the synthesized area works out to 0.1893. After clock tree synthesis, the flow added hold-fix buffers numbering 0. With the cell count of the worst hold path at 1, the total congestion overflow is 0. The number of antenna violations at the first check in global routing was 0; the clock skew after layout was 0.0009065 ns.

The maximum resistive drop on vdd is 0.06718 mV. Transition at the pin with the smallest max-transition slack: 0.9179 ns. The most utilized layer in the global route result is met1. Path type of the worst setup path: in -> out. The run gives 0 ns for the accumulated negative setup slack. Measured along the y axis, the die boundary spans 86.58 um. In this run, the number of DRC markers left after iteration 0 of detailed routing was 259.

Post-synthesis instance total: 384. Looking at the reg2reg group, the worst path starts from state[0]. CTS placed an instance of sky130_fd_sc_hd__clkbuf_8 at the clock tree root. In the post-route report, total wirelength is listed as 8.537 mm.

Registers take 555.5 um2. The power density over the cells is 85.05 mW/mm2. Max fanout on the critical path was recorded as 5. The combined area of all synthesized cells is 0.002861 mm2. The run finished with clean final reports. Grouping non-sequential cells by family puts the most area in AND-OR/OR-AND gates. The timer found 31 register pins that no clock reaches; their paths are not timed.

In this run, synthesis inferred 3 flip-flops with an integrated enable. The tools report the clock latency at the later pin of the worst-skew pair as 0.22 ns. The kind of start point of the critical path was an input port.

In this run, synthesis produced a sequential element count of 34. The wire length per cell was 17.60 um; the via count normalized by instance count was 5.975. The total area inside the core boundary comes to 0.006869 mm2. The synthesized-area fraction occupied by adder cells is 0.06122, and the boundary pin count is 29.

The kind of capture point of the worst setup path was an output pin. The average instance in the mapped netlist occupies 7.452 um2.

The synth_stat.txt file lists the number of cells as 384. Subtracting the final worst setup slack from the clock period gives 2.795 ns. The filler cells instantiated in the layout total 701.

STA lists the startpoint of the worst hold path as state[1]. The run gives 0.02705 for the met3 track demand over resource in global routing. Final cell utilization of the core: 0.4559. Per the synthesis report, the number of distinct cell types is 57. Summing over every cut layer, the via total after detailed routing is 2898. Max-cap violations in this run came to 0. The global routing usage summed across all routing layers came out at 0.2430. The post-synthesis mux area share was 0.08352; the count of antenna-violating nets left after detailed routing was 0.

The global-route met1 utilization came out at 0.3802. The die covers 0.007496 mm2. Prevailing post-synth register cell: sky130_fd_sc_hd__dlxtn_1. In the final report, the number of hold violations comes to 0.

The floorplan die width is 86.58 um. Total cell area reported by yosys after synthesis: 0.002861 mm2. For the via count of the first global-routing pass, the log shows 2649. TritonCTS built the clock tree. The run gives 0.3701 for the met2 capacity usage during global routing. The classification of the worst-slack hold path was reg -> reg. The highest clock rate this design can be run at is 0.3578 GHz. The run gives 2 as the worst-case clock buffer depth. Leaving out buffers and inverters, the combinational logic in the layout accounts for 0.002011 mm2. The run gives 0.03 ns for the clock slew seen by the registers of the worst setup and hold paths. The run gives 1 for the depth of the most critical reg-to-reg path. The logs give 0 for the number of setup buffers added after CTS and 0 for the post-cts repair resize count.

The run gives 0 for the fraction of registers with async set/reset. 46 endpoints have no timing constraint. The complex-gate fraction of the synthesized area is 0.2921. The antenna cell count is 0. The worst path arrival time was 2.19 ns. For the row count, the log shows 30. Routability-driven placement finished with a final weighted congestion of 0.9333.

Endpoints with negative setup slack in the final report add up to 0. The quantity of I/O buffers inserted on ports is 28. The first global-routing pass estimated 14.05 mm of wire.

The run gives 0.07455 for the share of layout cells above drive strength 1. The origin of the worst setup path is maze_in. The tools report the number of levels the H-tree was split into as 1.
-- cells in the mapped netlist (all sizes together) (3+ instances only) --
cell type  number  area, um2
o21a            3      22.52
a21o            3      22.52
xnor2          14      122.6
buf            14      96.34
o221ai          7      61.31
nand2          28      105.1
clkbuf         21      138.9
ha             14      175.2
o32a            6      60.06
or3             3      18.77
dlxtn          31      465.5
edfxtp          3      90.09
a221oi         10      93.84
o211ai          4      30.03
a31oi           7      43.79
o21ai          22      110.1
mux2i           7      70.07
and3            5      32.53
nand2b          6      37.54
o22ai           8      50.05
xor2           11      96.34
nor2           35      131.4
a211oi         10      75.07
inv            16      60.06
a22oi           4      30.03
a21oi          28      143.9
mux2           13      146.4
nand3          12      60.06
nor3           15      75.07
-- logic make-up after synthesis --
family	Yosys count
AND-OR/OR-AND	123
XOR/XNOR	25
adder cells (fa/ha/maj)	14
buffers and inverters	51
flip-flops	3
latches	31
multiplexers	21
AND/OR/NAND/NOR	116
-- sequential cells by signal (all words and copies together), names as in the netlist --
register / count
col: 6
row: 6
state: 3
r_ant: 6
dir: 2
dir_aux: 2
c_ant: 6
next_state: 3
-- power breakdown --
| group | leakage [nW] | internal, mW | switching [mW] |
|---|---|---|---|
| sequential | 0.284 | 0.0580 | 0.0121 |
| combinational | 0.903 | 0.0431 | 0.0356 |
| clock | 0.0228 | 0.0906 | 0.0269 |
| total | 1.21 | 0.192 | 0.0746 |
-- critical path, cell delays in order --
cell	delay, ns
sky130_fd_sc_hd__clkdlybuf4s50_1	0.51
sky130_fd_sc_hd__inv_1	0.11
sky130_fd_sc_hd__a21oi_1	0.15
sky130_fd_sc_hd__nor2_1	0.05
sky130_fd_sc_hd__a21oi_1	0.29
sky130_fd_sc_hd__inv_1	0.07
sky130_fd_sc_hd__clkdlybuf4s50_1	0.41
-- per-layer routing --
metal | share of wire | up-vias | routed length, um
met4 | 0.016 | 0 | 138
met3 | 0.044 | 12 | 373
met2 | 0.45 | 89 | 3800
li1 | - | 1420 | -
met5 | 0 | - | 0
met1 | 0.49 | 1377 | 4225
-- worst paths after layout --
kind,to,slack (ns)
worst max-delay path,maze_we,0.21
worst min-delay path,state[1],0.77
worst max register to register,state[2],1.78
worst min register to register,state[1],0.77
-- area by class of cell --
class | count | area share
Clock buffer | 4 | 0.01438
Inverter | 16 | 0.01918
Multi-Input combinational cell | 299 | 0.6420
Sequential cell | 34 | 0.1774
Tap cell | 96 | 0.03835
Timing Repair Buffer | 36 | 0.1087
-- stage by stage --
stage	total power, mW	instances	setup slack (ns)	instance area (um2)
floorplan	0.1132	384	0.8280	2861
CTS	0.2696	485	0.1900	3132
global placement	0.1476	481	0.1850	3087
detailed placement	0.1483	481	0.2002	3087
finish	0.2663	485	0.2052	3132
global route	0.2848	485	0.01565	3132
Power figures rest on the tool's default switching activity, not on a simulated workload.
